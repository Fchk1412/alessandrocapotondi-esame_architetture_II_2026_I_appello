===== design/flow/config.mk =====
export PLATFORM = sky130hd
export DESIGN_NAME = smart_gate_controller
export DESIGN_NICKNAME = smart_gate_controller
export VERILOG_FILES = /design/flow/design.v
export SDC_FILE = /design/flow/constraint.sdc
export NUM_CORES = 4
export LEC_CHECK = 1
export CORE_AREA = 10 10 76 76
export DIE_AREA = 0 0 86 86

===== design/flow/constraint.sdc =====
current_design smart_gate_controller

set clk_period 2.8
set clk_io_pct 0.2

create_clock -name clk0 -period $clk_period [get_ports {clk_i}]

set non_clock_inputs [all_inputs -no_clocks]
set_input_delay [expr $clk_period * $clk_io_pct] -clock clk0 $non_clock_inputs
set_output_delay [expr $clk_period * $clk_io_pct] -clock clk0 [all_outputs]

===== design/flow/design.v =====
module smart_gate_controller (
    input  clk_i,
    input  reset_ni,
    input  car_i,
    input  pay_ok_i,
    input  clear_i,
    input  cnt_reset_i,
    output reg gate_open_o,
    output reg gate_close_o,
    output reg red_o,
    output reg yellow_o,
    output reg green_o,
    output reg [7:0] car_count_o
);
    reg [3:0] state, next_state;
    parameter WAIT        = 4'd0;
    parameter PRE_OPEN_1  = 4'd1;
    parameter PRE_OPEN_2  = 4'd2;
    parameter WAIT_CLEAR  = 4'd3;
    parameter OPEN_PULSE  = 4'd4;
    parameter PASS_1      = 4'd5;
    parameter PASS_2      = 4'd6;
    parameter PASS_3      = 4'd7;
    parameter PRE_CLOSE   = 4'd8;   
    parameter CLOSE       = 4'd9;   
    always @(negedge clk_i or negedge reset_ni) begin
        if (!reset_ni)
            state <= WAIT;
        else
            state <= next_state;
    end
    always @(state or car_i or pay_ok_i or clear_i) begin
        case (state)
            WAIT: begin
                if (car_i && pay_ok_i)
                    next_state = PRE_OPEN_1;
                else
                    next_state = WAIT;
            end
            PRE_OPEN_1:   next_state = PRE_OPEN_2;
            PRE_OPEN_2:   next_state = WAIT_CLEAR;
            WAIT_CLEAR: begin
                if (clear_i)
                    next_state = OPEN_PULSE;
                else
                    next_state = WAIT_CLEAR;
            end
            OPEN_PULSE:   next_state = PASS_1;
            PASS_1:       next_state = PASS_2;
            PASS_2:       next_state = PASS_3;
            PASS_3:       next_state = PRE_CLOSE;
            PRE_CLOSE:    next_state = CLOSE;
            CLOSE:        next_state = WAIT;
            default:      next_state = WAIT;
        endcase
    end
    always @(state) begin
        red_o        = 1'b0;
        yellow_o     = 1'b0;
        green_o      = 1'b0;
        gate_open_o  = 1'b0;
        gate_close_o = 1'b0;
        case (state)
            WAIT: begin
                red_o = 1'b1;
            end
            PRE_OPEN_1,
            PRE_OPEN_2,
            WAIT_CLEAR: begin
                yellow_o = 1'b1;
            end
            OPEN_PULSE: begin
                green_o     = 1'b1;
                gate_open_o = 1'b1;
            end
            PASS_1,
            PASS_2,
            PASS_3: begin
                green_o = 1'b1;
            end
            PRE_CLOSE: begin
                yellow_o = 1'b1;
            end
            CLOSE: begin
                red_o        = 1'b1;
                gate_close_o = 1'b1;
            end
            default: begin
                red_o = 1'b1;
            end
        endcase
    end
    always @(negedge clk_i or negedge reset_ni) begin
        if (!reset_ni)
            car_count_o <= 8'd0;
        else if (cnt_reset_i)
            car_count_o <= 8'd0;
        else if (state == OPEN_PULSE) begin
            if (car_count_o != 8'd255)
                car_count_o <= car_count_o + 8'd1;
        end
    end
endmodule

===== design/flow/run.sh =====
#!/bin/bash
# OpenROAD 26Q1-2900-gdf79404cd8, Yosys 0.63+post, stock flow scripts
make -C /OpenROAD-flow-scripts/flow DESIGN_CONFIG=/design/flow/config.mk WORK_HOME=/design/flow/orfs finish

==> results.txt <==
Flow results follow.

Looking at the setup timing report, the critical path kind is register to primary output. The largest fanout on the critical path is 3. In this run the biggest area consumer among cell types represents a little over two fifths of the synthesized area.

The tally of OpenROAD warnings is 28. The synthesized design spends more area on one cell type than any other, namely dfrtn_1. The peak supply drop is 0.000308 V. The max-cap check violation count is 0. The total chip power is 0.903 mW. The combined global-route utilization of all metal layers is under 10%. The insertion delay of the later-clocked pin in the worst-skew pair is around 0.25 ns. The via count is between 700 and 800. The sequential group share of total power is between 20% and 30%.

The number of I/O pins is 19. The area growth from synthesis to layout is 73.8%. The first-pass GRT wire length is between 3000 and 4000 um.

The clock passes through at most 2 buffers. Recorded from the global router log, the overflow total was 0. The wire-length estimate of the detail-placed layout is 1390 um. The max-slew violation count is 0. Once routing completed, OpenROAD measured the worst setup slack at -0.500 ns. The end-of-flow core utilization is 29.1%. Per the detail_route report, inserted antenna diodes total 0. The starting density of the core is between 15 and 20%. The vertical extent of the die is 86 um. By instance count after routing, the leading logic cell types are 26 x buf_4, 12 x dfrtn_1, 12 x buf_2, 9 x buf_6. The number of enable-type register cells in the synthesized netlist is 0. The commonest register cell is dfrtn_1. The nature of the critical path endpoint is a primary output. The registers of the reported paths see a clock transition of 0.04 ns. The main area contributors are dfrtn_1 44%, xor2_1 5.1%, nor2_1 3.8%. The number of filler cells placed in the layout is about 430. The clock tree root buffer cell is clkbuf_8. The die covers roughly 0.0074 sq mm. The fraction of final layout cells sized beyond drive strength 1 is a little under half.

After detailed routing, the number of remaining DRC violations is 0. Detailed-route iteration 0 reported a violation count of 7. The number of sinks on the clock net is 12. In this run the number of H-tree levels came out at 1. On the final layout, the worst hold slack is between 0.5 and 0.6 ns. The maximum number of pins on one net before global-route repair is 13.

The routed length per instance is ~11 um. Yosys reported a register bit count of 12. For this run, the detailed router's first-pass iteration total came to 3. STA classifies the critical path startpoint as a register.

The horizontal die dimension reported for this design is 86 um. The number of antenna violations at the first check in global routing is 0. The final reports fail on setup timing.

The via count of the first global-routing pass is 713. After layout, the setup clock skew is reported as roughly 0.0029 ns. The count of instantiated cells in the yosys netlist is around 70.

The count of cell types in the netlist is 34. The yosys warning tally is 1. A synthesized cell averages 9.83 sq um. The clock network power share is between 10% and 20%. The required arrival time at the worst endpoint is roughly 2.2 ns. The number of buffers inserted during clock tree synthesis is 3. The cell area after synthesis is around 690 sq um. The final weighted congestion in routability-driven placement is approximately 0.83. The total leakage power is 0.566 nW. The placeable core region is between 0.004 and 0.005 sq mm. The net switching power is roughly 0.28 mW. The worst path arrival time is approximately 2.7 ns. Switching power as a fraction of the total was reported as 30.6%.

The total setup violations reported at the end of the flow is 5. The number of hold violations in the final report is 0. The total of buffers placed on input and output ports is 18. The flow ran to the end, but the final reports show violations.

For this run, the number of standard cells in the final layout without fillers is around 170. TritonCTS built the clock tree. The total placed cells including tap cells is about 150. Row generation in the floorplan step produced 23 rows. The routed design shows a via density per instance of ~4.2.

The worst slew slack as a fraction of its limit is 77.9%. For this run, asynchronously set or reset flops after synthesis account for ~100%. For this block, the routed nets add up to around 1900 um of wire. The slew at the pin closest to its max-slew limit is approximately 0.33 ns. In this run the remaining antenna-violating nets after routing total 0.

Sequential elements use 43.6% of the synthesized area. Counting only logic cells after layout, the most numerous master is buf_4. Internal power comes to between 0.6 and 0.7 mW. The worst hold path class is register to register. The yosys synthesis chip area is roughly 700 sq um. The power report attributes to the combinational group a share of between 50% and 60%. Synthesis produced roughly 70 cells. The report lists the power per cell area as between 700 and 800 mW/mm^2. Setup repair after global routing could not meet its margin everywhere.
## logic make-up after synthesis
kind of cell	Yosys count	synth area share, %
AND/OR/NAND/NOR	28	24.2
AND-OR/OR-AND	17	17.3
adder cells (fa/ha/maj)	1	1.82
flip-flops	12	43.6
XOR/XNOR	5	6.36
multiplexers	1	1.45
buffers and inverters	6	5.27
## final timing paths
path,from,depth (start not counted),slack [ns],endpoint
setup / recovery,state[1]$_DFF_NN0_,4,-0.50,red_o
max in group asynchronous,reset_ni,2,0.72,state[1]$_DFF_NN0_
hold reg to reg,car_count_o[3]$_DFFE_NN0P_,3,0.60,car_count_o[3]$_DFFE_NN0P_
setup reg to reg,state[1]$_DFF_NN0_,7,0.98,car_count_o[5]$_DFFE_NN0P_
min in group asynchronous,reset_ni,2,1.89,car_count_o[1]$_DFFE_NN0P_
hold / removal,car_count_o[3]$_DFFE_NN0P_,3,0.60,car_count_o[3]$_DFFE_NN0P_
## registers in the layout, indices dropped and copies added (netlist names)
name / flops
car_count_o: 8
state: 4
## critical path, stage by stage (launching register included)
cell,delay (ns)
dfrtn_1,0.35
buf_6,0.13
or3_4,0.38
xnor2_1,0.12
buf_2,0.11
## per-layer routing
metal  up-vias  part of all wire (%)  GRT usage [%]
li1        356                     -              -
met1       330                    50           7.16
met2        22                    42           7.91
met3         2                   7.6           2.19
met4         0                  0.26          0.449
met5         -                     0              0
## power groups by stage
stage	Combinational (mW)	Clock, mW	Sequential, mW
4_1_cts	0.513	0.154	0.227
6_report	0.525	0.150	0.228
5_1_grt	0.570	0.162	0.234
## stage by stage
stage / area [sq um] / worst slack (ns) / setup TNS, ns
floorplan: 696 / -0.0981 / -0.0981
global placement: 1050 / -0.522 / -3.16
detailed placement: 1050 / -0.530 / -3.40
CTS: 1190 / -0.522 / -2.07
global route: 1200 / -0.560 / -2.37
finish: 1200 / -0.500 / -2.04
## synth_stat cells (2+ instances only)
cell type,n
nand2_1,5
dfrtn_1,12
nor2b_1,2
nor2_1,7
xor2_1,4
o31ai_1,3
a21oi_1,5
nand3_1,3
o211ai_1,2
or4_1,3
## timing repair
action | CTS | global route
setup endpoints to repair | 13 | 5
hold buffers | 0 | 0
pin swaps | 8 | 4
gates resized | 55 | 2
setup buffers | 13 | 3
## area by class of cell
cell class                      instances  area [sq um]  area share [%]
Multi-Input combinational cell         52           382            31.9
Tap cell                               50          62.6            5.23
Clock buffer                            3          41.3            3.45
Timing Repair Buffer                   52           407            34.0
Sequential cell                        12           300            25.1
Inverter                                1          3.75           0.314
Power figures rest on the tool's default switching activity, not on a simulated workload.
